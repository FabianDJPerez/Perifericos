==> /design/flow/design.v <==
module quadrature_encoder_velocity (
    input        clk,
    input        rst_n,
    input  [15:0] addr,
    output reg [7:0] data_out,
    input         cs,
    input         rd,
    input         A,
    input         B
);
    reg [1:0] state_reg;
    reg [1:0] state_next;
    reg [15:0] step_count;
    always @(posedge clk or negedge rst_n) begin
        if (!rst_n) begin
            state_reg <= 2'b00;
            step_count <= 0;
        end else begin
            state_reg <= state_next;
            if ((A != state_reg[0]) || (B != state_reg[1])) begin
                step_count <= step_count + 1;
            end
        end
    end
    always @(*) begin
        case ({state_reg, A, B})
            4'b00_00: state_next = 2'b00;
            4'b00_01: state_next = 2'b01;
            4'b00_10: state_next = 2'b10;
            4'b00_11: state_next = 2'b11;
            4'b01_00: state_next = 2'b00;
            4'b01_11: state_next = 2'b11;
            4'b10_00: state_next = 2'b00;
            4'b10_11: state_next = 2'b11;
            4'b11_10: state_next = 2'b10;
            4'b11_01: state_next = 2'b01;
            4'b11_11: state_next = 2'b11;
            default:  state_next = state_reg;
        endcase
    end
    always @(posedge clk or negedge rst_n) begin
        if (!rst_n) begin
            data_out <= 8'h00;
        end else if (cs && rd) begin
            case (addr)
                16'h0001: data_out <= step_count[7:0];          
                16'h0002: data_out <= step_count[15:8];         
                16'h0003: data_out <= {6'b0, state_reg};        
                default:   data_out <= 8'h00;
            endcase
        end else begin
            data_out <= 8'bz;  
        end
    end
endmodule
==> /design/flow/run.sh <==
#!/bin/bash
# OpenROAD 26Q1-2900-gdf79404cd8, Yosys 0.63+post, stock flow scripts
make -C /OpenROAD-flow-scripts/flow DESIGN_CONFIG=/design/flow/config.mk WORK_HOME=/design/flow/orfs finish
==> /design/flow/config.mk <==
export PLATFORM = sky130hd
export DESIGN_NAME = quadrature_encoder_velocity
export DESIGN_NICKNAME = quadrature_encoder_velocity
export VERILOG_FILES = /design/flow/design.v
export SDC_FILE = /design/flow/constraint.sdc
export NUM_CORES = 4
export LEC_CHECK = 1
export CORE_AREA = 10 10 101 101
export DIE_AREA = 0 0 111 111
==> /design/flow/constraint.sdc <==
current_design quadrature_encoder_velocity

set clk_period 3.8
set clk_io_pct 0.2

create_clock -name clk0 -period $clk_period [get_ports {clk}]

set non_clock_inputs [all_inputs -no_clocks]
set_input_delay [expr $clk_period * $clk_io_pct] -clock clk0 $non_clock_inputs
set_output_delay [expr $clk_period * $clk_io_pct] -clock clk0 [all_outputs]
==> out/qor_table.md <==
| Item | This run |
|:---|:---|
| GP Congestion | 0.806 |
| Clock Tree Root | sky130_fd_sc_hd__clkbuf_8 |
| Die outline area | 0.0123 mm² |
| Number of distinct library cell variants in the gate-level netlist after synthesis | 24 |
| Routed WL | 2.42 mm |
| Via count of the first global-routing pass | 862 |
| Synthesis area per yosys | 0.00118 mm² |
| Cell area after technology mapping | 0.00118 mm² |
| Part of the total power dissipated in the clock network | 0.224 |
| Setup crit start kind | primary input |
| Synthesized registers | 26 |
| Buffers added on ports | 27 |
| Largest net degree at the start of global routing | 27 |
| Hold buffer count at CTS | 0 |
| # setup viols final | 0 |
| Initial antenna violation count | 0 |
| Skew final | 2.76 ps |
| Leakage power figure | 0.646 nW |
| DRC marker count from the first detailed-route iteration | 33 |
| Number of maximum-capacitance constraint violations | 0 |
| First-pass GRT wire length | 4.06 mm |
| Register area share after synthesis | 0.552 |
| Antenna fix cells | 0 |
| Setup fix buffers added after clock tree synthesis | 0 |
| Combinational power share | 0.246 |
| Worst Path Max Fanout | 5 |
| All-Layer GR Usage | 0.0370 |
| Routed wire length per instance | 10.1 µm |
| Hpwl dp | 1.92 mm |
| IO Count | 30 |
| Chip width | 111 µm |
| Total clock buffers created by CTS | 3 |
| Unrepaired setup endpoints after global routing | false |
| Latency at later pin | 260 ps |
| Fraction of registers with async set or reset after synthesis | 1.00 |
| Area delta synth->final | 39.1% |
| Post-layout period usage | 0.542 |
| CTS tree | built |
| Post-CTS clock slew at the launch and capture registers of the worst setup and hold paths | 80 ps |
| Post-detailed-route via-to-cell ratio | 3.42 |
| H-tree levels | 1 |
| Synth area leader | sky130_fd_sc_hd__dfrtp_1 |
| Cell count listed in synth_stat.txt | 103 |
| Standard-cell rows | 33 |
| Main flop type after synthesis | sky130_fd_sc_hd__dfrtp_1 |
| Internal power component | 528 µW |
| Number of clock sinks seen by CTS | 26 |
| Final count of hold timing violations | 0 |
| Detail Route Antenna Nets | 0 |
| Category of the worst setup path capture point | flop |
| Avg Inst Size Synth | 11.4 µm² |
| Switching pwr | 240 µW |
| Most common library cells after synthesis | sky130_fd_sc_hd__dfrtp_1 (26), sky130_fd_sc_hd__xnor2_1 (11), sky130_fd_sc_hd__nor2_1 (10) |
| Worst ir drop on vdd | 0.146 mV |
| Final-report max-slew violation count | 0 |
| Area inside the core boundary | 0.00813 mm² |
| Result of the run | completed |
| Final critical-path required period | 2060 ps |
| Count leader, synth | sky130_fd_sc_hd__dfrtp_1 |
| Stage-log warning count | 27 |
| Number of synthesis warnings | 2 |
| CTS resizes | 0 |
| Worst Hold Class | flop to flop |
| Required time at the endpoint of the critical path | 3950 ps |
| Congestion Overflow GR | 0 |
| Height of the chip | 111 µm |
| Net Sw Frac | 0.313 |
| Power consumption | 769 µW |
| Power share of the sequential group | 0.529 |
| Ratio of cells with drive above 1 in the final layout | 0.0821 |
| Max reg flops | 16 |
| Number of iterations in the first detailed-routing pass | 4 |
| EDFF count, synth | 0 |
| Transition time at the pin with the least slew margin | 552 ps |
| Count of mapped cells out of synthesis | 103 |
| Fmax | 0.486 GHz |
| Worst EP arrival | 2210 ps |
| Worst rel slew slack | 0.631 |
| Setup CP Type | primary input to flop |
| Dominant cells by area after synthesis | sky130_fd_sc_hd__dfrtp_1 (55%), sky130_fd_sc_hd__xnor2_1 (8.2%), sky130_fd_sc_hd__xor2_1 (5.2%) |
| Setup TNS | 0 ps |
| Detailed-route via count | 817 |
| Floorplan core density | 0.145 |
| Max clock buf depth | 2 |
| Area share of the largest cell type after synthesis | 0.552 |
| DRC violation count after routing | 0 |
| Power Dens Cells | 469 mW/mm² |
==> stage by stage <==
stage	worst slack [ps]	std cells	hold slack [ps]	util	area, µm²
after CTS	1730	239	486	0.202	1640
after detailed placement	1450	235	473	0.195	1580
final	1740	239	480	0.202	1640
after global placement	1460	235	468	0.195	1580
after floorplan	2090	103	446	-	1180
after global routing	1640	239	492	0.202	1640
==> layout make-up <==
class | instances | area [µm²]
inverters | 1 | 3.75
multi-input cells | 75 | 520
fillers | 866 | 6490
repair buffers | 28 | 278
well taps | 105 | 131
clock buffers | 4 | 55.1
flip-flops and latches | 26 | 651
==> power by group through the flow <==
stage / clock, mW / combinational (mW) / sequential [mW]
after CTS: 0.182 / 0.191 / 0.408
after global routing: 0.190 / 0.216 / 0.420
final: 0.172 / 0.189 / 0.407
==> logic make-up (layout without fill, tap and decap cells) <==
kind of cell,count (synthesis),in the layout,synth area share
AOI/OAI and AO/OA,13,13,0.0977
buffers and inverters,2,33,0.00636
muxes,3,3,0.0287
DFF,26,26,0.552
xor gates and xnor gates,18,18,0.134
adders and majority gates,1,1,0.0106
and+or+nand+nor,40,40,0.171
==> placed cells by master (no fill, tap or decap), types with 4 or more instances in the layout <==
cell,netlist,final
sky130_fd_sc_hd__xor2_1,7,7
sky130_fd_sc_hd__clkbuf_8,0,4
sky130_fd_sc_hd__nand2_1,9,9
sky130_fd_sc_hd__clkdlybuf4s50_1,0,27
sky130_fd_sc_hd__nand4_1,5,5
sky130_fd_sc_hd__nor2_1,10,10
sky130_fd_sc_hd__xnor2_1,11,11
sky130_fd_sc_hd__dfrtp_1,26,26
sky130_fd_sc_hd__a22oi_1,8,8
==> metal layers <==
metal / vias up / global-route usage / wire (µm)
met2: 12 / 0.0605 / 1150
li1: 426 / - / -
met5: - / 0 / 0
met1: 377 / 0.0500 / 1110
met3: 2 / 0.00602 / 122
met4: 0 / 0.00868 / 42
==> worst paths after layout <==
path / start / end / slack, ps / cells past startpoint
max in group asynchronous: rst_n / step_count[10] / 2690 / 2
setup / recovery: B / step_count[11] / 1740 / 5
min in group asynchronous: rst_n / step_count[2] / 870 / 2
hold / removal: step_count[15] / step_count[15] / 480 / 1
hold reg to reg: step_count[15] / step_count[15] / 480 / 1
setup reg to reg: state_reg[1] / step_count[11] / 2300 / 4
==> worst max-delay path: stages <==
cell and delay [ps]:
sky130_fd_sc_hd__clkdlybuf4s50_1 480, sky130_fd_sc_hd__xnor2_1 450, sky130_fd_sc_hd__a211oi_4 150, sky130_fd_sc_hd__and3_1 220, sky130_fd_sc_hd__xor2_1 140
No activity file was given, so power comes from the tool's default toggle rates.
