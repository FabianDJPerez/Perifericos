$ cat flow/run.sh
#!/bin/bash
# OpenROAD 26Q1-2900-gdf79404cd8, Yosys 0.63+post, stock flow scripts
make -C /OpenROAD-flow-scripts/flow DESIGN_CONFIG=/design/flow/config.mk WORK_HOME=/design/flow/orfs finish
$ cat flow/config.mk
export PLATFORM = sky130hd
export DESIGN_NAME = step_counter_limit
export DESIGN_NICKNAME = step_counter_limit
export VERILOG_FILES = /design/flow/design.v
export SDC_FILE = /design/flow/constraint.sdc
export NUM_CORES = 4
export LEC_CHECK = 1
export CORE_UTILIZATION = 30
$ cat flow/constraint.sdc
current_design step_counter_limit

set clk_period 3.3
set clk_io_pct 0.2

create_clock -name clk0 -period $clk_period [get_ports {clk}]

set non_clock_inputs [all_inputs -no_clocks]
set_input_delay [expr $clk_period * $clk_io_pct] -clock clk0 $non_clock_inputs
set_output_delay [expr $clk_period * $clk_io_pct] -clock clk0 [all_outputs]
$ cat flow/design.v
module step_counter_limit (
    input        clk,
    input        rst_n,
    input  [15:0] addr,
    input         cs,
    input         rd,
    output reg [7:0] data_out,
    input         A,
    input         B,
    input  [15:0] limit_in,
    input         load_limit,
    output reg    done
);
    reg [1:0] prev_state;
    wire [1:0] curr_state = {A, B};
    reg [15:0] step_count;
    reg [15:0] limit_reg;
    wire step_up;
    wire step_down;
    assign step_up   = ({prev_state, curr_state} == 4'b0001) ||
                       ({prev_state, curr_state} == 4'b0111) ||
                       ({prev_state, curr_state} == 4'b1110) ||
                       ({prev_state, curr_state} == 4'b1000);
    assign step_down = ({prev_state, curr_state} == 4'b0010) ||
                       ({prev_state, curr_state} == 4'b0100) ||
                       ({prev_state, curr_state} == 4'b1101) ||
                       ({prev_state, curr_state} == 4'b1011);
    always @(posedge clk or negedge rst_n) begin
        if (!rst_n) begin
            prev_state <= 2'b00;
            step_count <= 0;
            limit_reg  <= 0;
            done <= 0;
        end else begin
            prev_state <= curr_state;
            if (load_limit)
                limit_reg <= limit_in;
            if ((step_up || step_down) && !done)
                step_count <= step_count + 1;
            if (step_count >= limit_reg && limit_reg != 0)
                done <= 1;
        end
    end
    always @(posedge clk or negedge rst_n) begin
        if (!rst_n) begin
            data_out <= 8'h00;
        end else if (cs && rd) begin
            case (addr)
                16'h0000: data_out <= step_count[7:0];      
                16'h0001: data_out <= step_count[15:8];     
                16'h0002: data_out <= limit_reg[7:0];       
                16'h0003: data_out <= limit_reg[15:8];      
                16'h0004: data_out <= {7'b0, done};         
                default:  data_out <= 8'h00;
            endcase
        end else begin
            data_out <= 8'bz;
        end
    end
endmodule
==> reports/results.ini <==
[logic_synthesis]
adder_share_pct = 9.07
edf_count = 0
ys_top_cells_by_count = dfrtp_1, nand2_1, o21ai_0
logic_family = simple AND/OR/NAND/NOR gates
top_area_share_pct = 45.9
yosysWarnings = 2
ys_sh_mux_pct = 8.27
syn_area_per_cell_sq_um = 10.5
syn_area_sq_um = 2340
ys_sh_simple_pct = 17.7
compound_area_share_pct = 7.04
ys_cells = 223
synth.distinct_cells = 34
async_flop_share_pct = 100
xor_share_pct = 7.74
most_common_cell = dfrtp_1
largest_area_cell = dfrtp_1
yosys-top-cells-area = dfrtp_1, ha_1, mux4_2
flop_cell = dfrtp_1
ys.flops = 43
synth_chip_area_sq_um = 2340
synth_cells = 223
ys_seq_share_pct = 45.9

[global_route]
grt_pass1_vias = 1788
overflow = 0
grt_pass1_wl_microns = 8630
grt_start_max_net_pins = 44
gr-usage-all-layers_pct = 13.6
antenna_found_initial = 0

[critical_path]
path_cells = clkdlybuf4s50_1
critical_path_class = reg2out
endpoint = done
arrival_ns = 1.47
timing.rr.start = done$_DFFE_PN0P_
cp_top_family = flip-flops
cp_num_cells = 1
startpoint = done$_DFFE_PN0P_
required_ns = 2.64
r2r_setup_slack_ns = 1.60
worst-path-buf-inv = 1
critical_path_peak_fanout = 11
r2r-end = step_count[15]$_DFFE_PN0P_
critPathLaunchType = flop
slowest_delay_ns = 0.62
reg2reg_depth = 4
endpoint_kind = output port
critPathSlowestCell = dfrtp_1

[clocking]
path_clk_slew_ns = 0.08
cts_sinks = 43
cts_buffers = 5
postCtsHoldBufs = 0
cts_max_level = 2
post_cts_buffers = 0
cts_root_buffer = clkbuf_8
cts_tree = done
clock_latency_ns = 0.29
cts_buffer_depth = 2
cts_resized = 0

[drt]
ant_nets = 0
vias = 1770
num_antenna_cells = 0
dr.pass1.iters = 4
viasPerCell = 4.78
finalWirelength_microns = 4940
wl_per_cell_microns = 13.3
drt_iter0_drc = 58
drc = 0

[cells_and_area]
combGateArea_sq_um = 1170
drive_above_1_share_pct = 8.86
fillers = 706
finalNonFillerCells = 370
area_growth_pct = 28.7
flop_area_sq_um = 1080

[floorplan]
io-pin-count = 48
die_area_sq_um = 8170
die_h_microns = 90.4
die_w_microns = 90.4
core_util_floorplan_pct = 31.7
core_sq_um = 7410
num_rows = 31

[min_path]
worstHoldPathType = in2async

[placed_design]
dp_hpwl_microns = 3790
io_buffer_count = 45
dpl_worst_slack_ns = 0.906
dp_cells = 362
gp_congestion = 0.875

[timing]
tightest_slew_ns = 0.566
fin_crit_sh_pct = 64.5
fmax_mhz = 470
tns_ns = 0
postLayoutSetupSlackWorst_ns = 1.17
hold_violations = 0
rsz0062_at_grt = false
setup_viol = 0
skew_ns = 0.00579
slew_headroom_pct = 62.2
slew_violations = 0
min_period_ns = 2.13
holdWs_ns = 0.437

[job]
warnings = 27
maxCapViolCount = 0

[run_status]
status = finished, final reports clean

[power_and_ir_drop]
power_density_nw_per_um2 = 509
power_uw = 1530
p_leak_uw = 0.00129
peakVddDrop_mv = 0.224

-- per-stage QoR --
step	instance area [sq um]	utilization, %
finish	3020	40.7
global route	3020	40.7
CTS	3020	40.7
detailed placement	2900	39.1
global placement	2900	39.1
floorplan	2340	-
-- worst min path at each step --
| stage | startpoint | endpoint | slack, ns | depth (start not counted) |
|---|---|---|---|---|
| after CTS | rst_n | data_out[5]$_DFF_PN0_ | 0.46 | 2 |
| after global routing | rst_n | data_out[2]$_DFF_PN0_ | 0.48 | 2 |
| final | rst_n | data_out[2]$_DFF_PN0_ | 0.44 | 2 |
-- cells in the final DEF (no fill, tap or decap), drive strengths merged --
cell | Yosys | final
a221o | 1 | 1
nand2 | 24 | 24
a31oi | 2 | 2
dfrtp | 43 | 43
clkinv | 0 | 1
nand4b | 1 | 1
nand3 | 8 | 8
nand3b | 2 | 2
mux2i | 1 | 1
clkbuf | 4 | 6
nor2b | 7 | 7
and4 | 3 | 3
a21oi | 7 | 7
nand4 | 6 | 6
o211ai | 1 | 1
o21ai | 20 | 20
inv | 19 | 19
ha | 17 | 17
xnor2 | 9 | 9
mux4 | 7 | 7
nor3 | 6 | 6
nor3b | 1 | 1
nor4b | 1 | 1
and2 | 1 | 1
buf | 3 | 3
mux2 | 2 | 2
bufinv | 0 | 1
and3 | 1 | 1
nand2b | 1 | 1
clkdlybuf4s50 | 0 | 44
nor4 | 9 | 9
xor2 | 10 | 10
nor2 | 6 | 6
-- metal layers --
metal,track usage (%),routed length [microns],share of wire [%]
met1,20.5,2270,46
met2,20.0,2130,43
met3,4.70,467,9.5
met4,1.75,68,1.4
met5,0,0,0
-- final cells by class --
type,count,area share (%)
clock buffer,6,2.74
clock inverter,2,1.16
inverter,19,2.36
multi-input combinational,154,38.7
sequential,43,35.7
tap,99,4.11
timing repair buffer,47,15.3
-- report_power, final --
part | internal [uW] | total, uW | leakage (uW) | switching, uW
sequential | 600 | 732 | 0.000542 | 132
combinational | 215 | 383 | 0.000687 | 168
clock | 245 | 420 | 0.0000612 | 175
-- cell families (layout without fill, tap and decap cells) --
| group | Yosys count | after routing |
|---|---|---|
| compound gates | 31 | 31 |
| fa+ha+maj | 17 | 17 |
| buf+inv | 26 | 74 |
| mux | 10 | 10 |
| simple gates | 77 | 77 |
| flops | 43 | 43 |
| xor+xnor | 19 | 19 |
No activity file was given, so power comes from the tool's default toggle rates.
